<file path="run.sh">
#!/bin/bash
# OpenROAD 26Q1-2900-gdf79404cd8, Yosys 0.63+post, stock flow scripts
make -C /OpenROAD-flow-scripts/flow DESIGN_CONFIG=/design/flow/config.mk WORK_HOME=/design/flow/orfs finish
</file>
<file path="config.mk">
export PLATFORM = sky130hd
export DESIGN_NAME = top
export DESIGN_NICKNAME = top
export VERILOG_FILES = /design/flow/design.v
export SDC_FILE = /design/flow/constraint.sdc
export NUM_CORES = 4
export LEC_CHECK = 1
export CORE_UTILIZATION = 30
</file>
<file path="constraint.sdc">
current_design top

set clk_period 13.2
set clk_io_pct 0.2

create_clock -name clk0 -period $clk_period [get_ports {aclk}]

set non_clock_inputs [all_inputs -no_clocks]
set_input_delay [expr $clk_period * $clk_io_pct] -clock clk0 $non_clock_inputs
set_output_delay [expr $clk_period * $clk_io_pct] -clock clk0 [all_outputs]
</file>
<file path="design.v">
module axilite_slave #(
    parameter ADDR_W=32,
    parameter DATA_W=64,
    parameter MEM_ADDR_START='h10000000,
    parameter MEM_ADDR_RANGE=5
)
(
  input wire [ADDR_W-1:0]              s_axi_awaddr,
  input wire                           s_axi_awvalid,
  output reg                           s_axi_awready,
  input wire [DATA_W-1:0]              s_axi_wdata,
  input wire [DATA_W/8-1:0]            s_axi_wstrb,
  input wire                           s_axi_wvalid,
  output reg                           s_axi_wready, 
  output reg [2-1:0]                   s_axi_bresp,
  output reg                           s_axi_bvalid,
  input wire                           s_axi_bready,
  input wire [ADDR_W-1:0]              s_axi_araddr,
  input wire                           s_axi_arvalid,
  output reg                           s_axi_arready,
  input wire                           s_axi_rready,
  output reg [DATA_W-1:0]              s_axi_rdata,
  output reg                           s_axi_rvalid,
  output reg [2-1:0]                   s_axi_rresp,
  input wire                           aclk,
  input wire                           aresetn,
  output reg mem_w_req,
  input wire mem_w_ack,
  output reg mem_r_req,
  input wire mem_r_ack,
  output reg [ADDR_W-1:0] mem_addr,
  output reg [DATA_W-1:0] mem_w_data,
  output reg [DATA_W/8-1:0] mem_w_strb,
  input wire [DATA_W-1:0] mem_r_data
);
    localparam IDLE             = 5'b00001;
    localparam ADDRESS          = 5'b00010;
    localparam WRITE            = 5'b00100;
    localparam WRITE_RESPONSE   = 5'b01000;
    localparam READ_RESPONSE    = 5'b10000;
    wire system_w_ready;
    wire system_r_ready;
    assign system_w_ready = (s_axi_bready && mem_w_ack);
    assign system_r_ready = (s_axi_rready && mem_r_ack);
    reg [4:0] axi_cs, axi_ns;
    always @ (posedge aclk or negedge aresetn)
    begin
        if(~aresetn)
        begin
            axi_cs <= IDLE;
        end
        else
        begin
            axi_cs <= axi_ns;
        end
    end
    always @ (*)
    begin
        case(axi_cs)
        IDLE:
        begin
            axi_ns = ADDRESS;
        end
        ADDRESS:
        begin
            if(s_axi_awvalid)
            begin
                if(s_axi_wvalid)
                begin
                    axi_ns = WRITE_RESPONSE;
                end
                else axi_ns = WRITE;
            end
            else if(s_axi_arvalid)
            begin
                axi_ns = READ_RESPONSE;
            end
            else axi_ns = ADDRESS;
        end
        WRITE:
        begin
            if(s_axi_wvalid) axi_ns = WRITE_RESPONSE;
            else axi_ns = WRITE;
        end
        WRITE_RESPONSE:
        begin
            if(system_w_ready)
            begin
                axi_ns = ADDRESS;
            end
            else axi_ns = WRITE_RESPONSE;
        end
        READ_RESPONSE:
        begin
            if(system_r_ready)
            begin
                axi_ns = ADDRESS;
            end
            else axi_ns = READ_RESPONSE;
        end
        default: axi_ns = IDLE;
        endcase
    end
    always@(posedge aclk)
    begin
        if(~aresetn)
        begin
            mem_addr <= 'h0;
        end
        else
        begin
            if((axi_cs == ADDRESS) && s_axi_awvalid) mem_addr <= s_axi_awaddr;
            else if((axi_cs == ADDRESS) && s_axi_arvalid) mem_addr <= s_axi_araddr;
            else mem_addr <= mem_addr;
        end
    end
    always@(posedge aclk)
    begin
        if(~aresetn)
        begin
            mem_w_data <= 'h0;
            mem_w_strb <= 'h0;
            mem_w_req <= 'h0;
        end
        else
        begin
            if(s_axi_wvalid && (axi_cs == ADDRESS || axi_cs == WRITE))
            begin
                mem_w_data <= s_axi_wdata;
                mem_w_strb <= s_axi_wstrb;
                mem_w_req <= 'h1;
            end
            else
            begin
                if(system_w_ready) mem_w_req <= 1'b0;
                else mem_w_req <= mem_w_req;
                mem_w_data <= mem_w_data;
                mem_w_strb <= mem_w_strb;
            end
        end
    end
    always@(*)
    begin
        s_axi_awready <= (axi_cs == ADDRESS || system_w_ready) ? 'h1 : 'h0;
        s_axi_wready <= (axi_cs == ADDRESS || axi_cs == WRITE || system_w_ready) ? 'h1 : 'h0;
        s_axi_bvalid <= (axi_cs == WRITE_RESPONSE && mem_w_ack) ? 'h1 : 'h0;
        s_axi_bresp <= 'h0;  
    end
    reg [DATA_W-1:0] mem_r_data_ff;
    always@(posedge aclk)
    begin
        if(~aresetn)
        begin
            mem_r_req <= 'h0;
        end
        else
        begin
            if(s_axi_arvalid && axi_cs == ADDRESS)
            begin
                mem_r_req <= 'h1;
            end
            else
            begin
                if(mem_r_ack)
                begin
                    if(s_axi_rready)
                    begin
                        mem_r_req <= 1'b0;
                    end
                    else mem_r_req <= 1'b1;
                end
                else
                begin
                    mem_r_req <= mem_r_req;
                end
            end
        end
    end
    always@(*)
    begin
        s_axi_arready <= (axi_cs == ADDRESS || system_r_ready) ? 'h1 : 'h0;
        s_axi_rdata <= (axi_cs == READ_RESPONSE && mem_r_ack) ? mem_r_data : 'h0; 
        s_axi_rvalid <= (axi_cs == READ_RESPONSE && mem_r_ack) ? 'h1 : 'h0;
        s_axi_rresp <= 'h0;  
    end
endmodule
module top #(
    parameter ADDR_W=32,
    parameter DATA_W=32
)
(
  input wire [ADDR_W-1:0]              s_axi_awaddr,
  input wire                           s_axi_awvalid,
  output wire                          s_axi_awready,
  input wire [DATA_W-1:0]              s_axi_wdata,
  input wire [(DATA_W/8)-1:0]        s_axi_wstrb,
  input wire                           s_axi_wvalid,
  output wire                          s_axi_wready, 
  output wire [2-1:0]                  s_axi_bresp,
  output wire                          s_axi_bvalid,
  input wire                           s_axi_bready,
  input wire [ADDR_W-1:0]              s_axi_araddr,
  input wire                           s_axi_arvalid,
  output wire                          s_axi_arready,
  input wire                           s_axi_rready,
  output wire [DATA_W-1:0]             s_axi_rdata,
  output wire                          s_axi_rvalid,
  output wire [2-1:0]                  s_axi_rresp,
  input wire                           aclk,
  input wire                           aresetn
);
    parameter BYTE=8;
    parameter DATA_W_BYTES = DATA_W/BYTE;
    parameter MEM_ADDR_START = 'h10000000;
    parameter MEM_ADDR_RANGE = 3;
    parameter MEM_ADDR_END = MEM_ADDR_START + (MEM_ADDR_RANGE*DATA_W_BYTES)-1;
wire mem_w_req;
reg  mem_w_ack;
wire mem_r_req;
reg  mem_r_ack;
wire [ADDR_W-1:0] mem_addr;
wire [DATA_W-1:0] mem_w_data;
wire [DATA_W/8-1:0] mem_w_strb;
reg  [DATA_W-1:0] mem_r_data;
axilite_slave #(
    .ADDR_W(ADDR_W),
    .DATA_W(DATA_W)
)
as0
(
    .s_axi_awaddr(s_axi_awaddr),
    .s_axi_awvalid(s_axi_awvalid),
    .s_axi_awready(s_axi_awready),
    .s_axi_wdata(s_axi_wdata),
    .s_axi_wstrb(s_axi_wstrb),
    .s_axi_wvalid(s_axi_wvalid),
    .s_axi_wready(s_axi_wready), 
    .s_axi_bresp(s_axi_bresp),
    .s_axi_bvalid(s_axi_bvalid),
    .s_axi_bready(s_axi_bready),
    .s_axi_araddr(s_axi_araddr),
    .s_axi_arvalid(s_axi_arvalid),
    .s_axi_arready(s_axi_arready),
    .s_axi_rready(s_axi_rready),
    .s_axi_rdata(s_axi_rdata),
    .s_axi_rvalid(s_axi_rvalid),
    .s_axi_rresp(s_axi_rresp),
    .aclk(aclk),
    .aresetn(aresetn),
    .mem_w_req(mem_w_req),
    .mem_w_ack(mem_w_ack),
    .mem_r_req(mem_r_req),
    .mem_r_ack(mem_r_ack),
    .mem_addr(mem_addr),
    .mem_w_data(mem_w_data),
    .mem_w_strb(mem_w_strb),
    .mem_r_data(mem_r_data)
);
    reg [ADDR_W-1:0] config_mem [MEM_ADDR_RANGE-1:0];
    parameter CONFIG_REG0_ADDR = MEM_ADDR_START + 0 * DATA_W_BYTES;
    wire                 CONFIG_REG_CACHE_ENABLE;  
    wire [9:0]           CONFIG_REG_CACHE_SIZE;  
    wire [9:0]           CONFIG_REG_CACHE_LINE_SIZE_BYTES;  
    wire                 CONFIG_REG_CACHE_INVALIDATE;  
    assign {CONFIG_REG_CACHE_INVALIDATE,CONFIG_REG_CACHE_LINE_SIZE_BYTES,CONFIG_REG_CACHE_SIZE,CONFIG_REG_CACHE_ENABLE} = config_mem[0];
    parameter CONFIG_REG1_ADDR = MEM_ADDR_START + 1 * DATA_W_BYTES;
    wire [ADDR_W-1:0]    CONFIG_REG_CACHE_SMART_INVALIDATE;  
    assign {CONFIG_REG_CACHE_SMART_INVALIDATE} = config_mem[1];
    parameter STATUS_REG1_ADDR = MEM_ADDR_START + 2 * DATA_W_BYTES;
    wire [ADDR_W-1:0]    STATUS_REG_CACHE;
    assign {STATUS_REG_CACHE} = config_mem[2];
    always@(posedge aclk)
    begin
        if(~aresetn)
        begin
            config_mem[0] <= 32'h0;
            config_mem[1] <= 32'h0;
            config_mem[2] <= 32'h0;
        end
        else
        begin
            if(mem_w_req)
            begin
                mem_w_ack <= 1'b1;
                case(mem_addr)
                CONFIG_REG0_ADDR: 
                begin
                    if(mem_w_strb[0]) config_mem[0][7:0]   <= mem_w_data[7:0];
                    if(mem_w_strb[1]) config_mem[0][15:8]  <= mem_w_data[15:8];
                    if(mem_w_strb[2]) config_mem[0][23:16] <= mem_w_data[23:16];
                    if(mem_w_strb[3]) config_mem[0][31:24] <= mem_w_data[31:24];
                end
                CONFIG_REG1_ADDR:
                begin
                    if(mem_w_strb[0]) config_mem[1][7:0]   <= mem_w_data[7:0];
                    if(mem_w_strb[1]) config_mem[1][15:8]  <= mem_w_data[15:8];
                    if(mem_w_strb[2]) config_mem[1][23:16] <= mem_w_data[23:16];
                    if(mem_w_strb[3]) config_mem[1][31:24] <= mem_w_data[31:24];
                end
                STATUS_REG1_ADDR:
                begin
                    if(mem_w_strb[0]) config_mem[2][7:0]   <= mem_w_data[7:0];
                    if(mem_w_strb[1]) config_mem[2][15:8]  <= mem_w_data[15:8];
                    if(mem_w_strb[2]) config_mem[2][23:16] <= mem_w_data[23:16];
                    if(mem_w_strb[3]) config_mem[2][31:24] <= mem_w_data[31:24];
                end
                endcase
            end
            else
            begin
                mem_w_ack <= 1'b0;
            end
        end
    end
    always@(posedge aclk)
    begin
        if(mem_r_req)
        begin
            mem_r_ack <= 1'b1;
            case(mem_addr)
            CONFIG_REG0_ADDR: mem_r_data <= config_mem[0];
            CONFIG_REG1_ADDR: mem_r_data <= config_mem[1];
            STATUS_REG1_ADDR: mem_r_data <= config_mem[2];
            default: mem_r_data <= 'hBAD;
            endcase
        end
        else
        begin
            mem_r_ack <= 1'b0;
        end
    end
endmodule
</file>
==> notes.md <==
impl run done, here's what came out: gr usage total 0.144, largest net degree at the start of global routing between 150 and 200, Antenna Nets Post-Route 0, Area after DPL 10800 sq um, status finished, final reports clean, worst path bufs/invs 2, full die area 30900 sq um, Synth area leader dfxtp_1, first-pass GRT wire length 35.0 mm, PnR Total Power 1.44 mW, Slew HR 0.423, Final Util 0.387, family with the most delay on the worst path buffers and inverters, GR peak layer met1, Setup WS pre-CTS 6.69 ns, critical path's slowest cell clkdlybuf4s50_1, clock slew at reported path FFs 0.06 ns, Num CTS Buffers 22, Layout Cells excl Fill 1467, minimum clock period 6.51 ns, H-Tree Depth 1, Worst Setup SP s_axi_bready, Sink Count 205, ranking of synthesized cells by area dfxtp_1, mux2i_1, edfxtp_1, nand2_1, nor4_4, # DRC 0, post-cts hold-fix buffer tally 0, source of the worst hold timing path as0.mem_w_data[8]$_SDFFE_PN0P_, I/O pin cnt ~150, Setup CP Type input pin to output port, DRT Pass-1 Iters 5, yosys stat area 9050 sq um, Post-CTS Setup Inserts 0, top-count cell post-synth nand2_1, Routed WL 22.0 mm, M1 GR Usage 0.225, max frequency 0.154 GHz, CTS max path bufs 3, Slew Limit Fails 0, min-delay worst type flop to flop, final setup margin approximately 6.7 ns, Clock Tree Root clkbuf_16, measured slew at the worst slew-check pin 0.860 ns, # port buffers 143, post-route cell area 11500 sq um, crit path DAT 3.87 ns, antenna cell count 0, worst path required time 10.56 ns, max-cap viol count 0, CTS tree built, fraction of layout cells with a size suffix above 1 0.0706, synth-to-layout area growth 26.6%, grt met2 use 0.216, fraction of registers with async set/reset 0.0244, Insertion Delay late pin ~0.50 ns, total gr overflow 0, Vias per Instance 4.61, area share, top type 0.369, main flop type dfxtp_1, Cells after Synth 952, Post-synth EDFFs 33, final hold slack 0.451 ns, Worst path max stage delay 0.42 ns, die width around 180 um, Finish-stage setup viols 0, vias in the first global route 6384, Filler cells 2906, met3 GRT Util 0.0232, distinct lib cells 36, final setup TNS 0 ns, WHS Path Cells 2, tool warnings 27, VDD IR max 0.0587 mV, vias 6759, Fin Clk Skew approximately 0.012 ns, most used cell, CP clkdlybuf4s50_1, placed cell count 1427, RSZ-0062 raised after global routing false, post-cts sizing count 0, Post-Syn Area 9050 sq um, P per Cell Area 126 nW/um^2, ys flops 205, worst r2r path cells 4, standard-cell rows around 63, chip height 176 um, commonest cells in the netlist nand2_1, dfxtp_1, mux2i_1, syn avg cell area roughly 9.5 sq um, Post-synth seq share 0.493, DP HPWL about 15 mm, WL/cell 15.0 um, gpl congestion 0.783, drt initial violations 430, cell chain of the critical path clkdlybuf4s50_1 -> nand2_1 -> nand2b_1 -> or2_1 -> clkdlybuf4s50_1, initial antenna violation count 0, final hold violations 0, P_leak between 4 and 5 nW, fin crit share 0.493, worst reg2reg startpoint as0.mem_addr[11]$_SDFFE_PN0P_, Initial Util 0.305, cell depth of the worst setup path 5, Worst setup EP type output port, CP max FO 3, Startpoint Class input pin, yosys warns 3, Core Area 29600 sq um, yosys cell count 952
## worst reg2reg max path, cell delays in order, from the launching register on
cell and delay (ns):
dfxtp_1 0.31, nor4_2 0.42, nand4_4 0.49, nor4_4 0.93, mux2i_1 0.26
## flip-flops by register name, indices dropped and copies added, names as in the netlist
| name | count |
|---|---|
| mem_r_data | 32 |
| mem_r_ack | 1 |
| as0.axi_cs | 5 |
| as0.mem_w_req | 1 |
| as0.mem_w_strb | 4 |
| mem_w_ack | 1 |
| as0.mem_w_data | 32 |
| as0.mem_addr | 32 |
| config_mem | 96 |
| as0.mem_r_req | 1 |
## path summary, 6_finish.rpt
check	to	slack [ns]
max	s_axi_wready	6.69
min	as0.mem_w_data[8]$_SDFFE_PN0P_	0.45
max reg2reg	config_mem[1][25]$_SDFFE_PN0P_	10.74
min reg2reg	as0.mem_w_data[8]$_SDFFE_PN0P_	0.45
max in group asynchronous	as0.axi_cs[2]$_DFF_PN0_	10.65
min in group asynchronous	as0.axi_cs[4]$_DFF_PN0_	2.13
## kinds of logic (layout without fill, tap and decap cells)
logic type / count (synthesis) / in the layout / synth area share
mux: 128 / 128 / 0.143
flops: 205 / 205 / 0.493
simple gates: 428 / 428 / 0.237
other cells: 1 / 5 / 0.000414
compound gates: 114 / 114 / 0.0926
buf+inv: 76 / 197 / 0.0350
## where the power goes
group	total (mW)	internal [mW]	leakage [nW]	switching [mW]
Clock	0.576	0.338	0.331	0.238
Sequential	0.684	0.663	1.72	0.0210
Combinational	0.181	0.0870	2.26	0.0938
## metal layers
layer	part of all wire	wire length, um
met5	0	0
met4	0.020	442
met3	0.052	1130
met2	0.45	9890
met1	0.48	10500
## cell type report
| class | count | area (sq um) | area share |
|---|---|---|---|
| clock buffer | 35 | 651 | 0.0568 |
| clock inverter | 5 | 26.3 | 0.00229 |
| inverter | 1 | 3.75 | 0.000327 |
| multi-input combinational | 675 | 4300 | 0.375 |
| sequential | 205 | 4460 | 0.389 |
| tap | 390 | 488 | 0.0426 |
| timing repair buffer | 156 | 1540 | 0.134 |
## cells in the final DEF (no fill, tap or decap), drive strengths merged, types with 14 or more instances in the layout
| master | synthesis | routed |
|---|---|---|
| edfxtp | 33 | 33 |
| a21boi | 37 | 37 |
| clkbuf | 66 | 35 |
| clkdlybuf4s50 | 0 | 142 |
| mux2i | 120 | 120 |
| nand3 | 60 | 60 |
| a21oi | 28 | 28 |
| dfxtp | 167 | 167 |
| nand2 | 249 | 249 |
| and3 | 32 | 32 |
| nor2 | 52 | 52 |
| buf | 9 | 14 |
| o211a | 30 | 30 |
| nor4 | 18 | 18 |
Power is estimated from default activity; no workload was simulated.
