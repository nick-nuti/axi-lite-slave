$ cat design/flow/run.sh
#!/bin/bash
# OpenROAD 26Q1-2900-gdf79404cd8, Yosys 0.63+post, stock flow scripts
make -C /OpenROAD-flow-scripts/flow DESIGN_CONFIG=/design/flow/config.mk WORK_HOME=/design/flow/orfs finish
$ cat design/flow/config.mk
export PLATFORM = sky130hd
export DESIGN_NAME = axilite_master
export DESIGN_NICKNAME = axilite_master
export VERILOG_FILES = /design/flow/design.v
export SDC_FILE = /design/flow/constraint.sdc
export NUM_CORES = 4
export LEC_CHECK = 1
export CORE_UTILIZATION = 30
$ cat design/flow/constraint.sdc
current_design axilite_master

set clk_period 10.7
set clk_io_pct 0.2

create_clock -name clk0 -period $clk_period [get_ports {aclk}]

set non_clock_inputs [all_inputs -no_clocks]
set_input_delay [expr $clk_period * $clk_io_pct] -clock clk0 $non_clock_inputs
set_output_delay [expr $clk_period * $clk_io_pct] -clock clk0 [all_outputs]
$ cat design/flow/design.v
module axilite_master #(
    parameter ADDR_W=32,
    parameter DATA_W=64
)
(
  output reg [ADDR_W-1:0]              m_axi_awaddr,  
  output reg [3-1:0]                   m_axi_awprot = 3'b000,  
  output reg                           m_axi_awvalid,  
  input  wire                          m_axi_awready,  
  output reg [DATA_W-1:0]              m_axi_wdata,  
  output reg [DATA_W/8-1:0]            m_axi_wstrb,  
  output reg                           m_axi_wvalid,  
  input  wire                          m_axi_wready,  
  input  wire [2-1:0]                  m_axi_bresp,  
  input  wire                          m_axi_bvalid,  
  output reg                           m_axi_bready,  
  output reg [ADDR_W-1:0]              m_axi_araddr,  
  output reg [3-1:0]                   m_axi_arprot = 3'b000,  
  output reg                           m_axi_arvalid,  
  input  wire                          m_axi_arready,  
  output reg                           m_axi_rready,  
  input  wire [DATA_W-1:0]             m_axi_rdata,  
  input  wire                          m_axi_rvalid,  
  input  wire [2-1:0]                  m_axi_rresp,  
  input wire                           aclk,
  input wire                           aresetn,
  input  wire                          user_start,
  input  wire                          user_w_r,  
  input  wire [DATA_W/8-1:0]           user_data_strb,
  input  wire [DATA_W-1:0]             user_data_in,
  input  wire [ADDR_W-1:0]             user_addr_in,
  output wire                          user_free,
  output wire  [1:0]                   user_status,
  output wire  [DATA_W-1:0]            user_data_out,
  output wire                          user_data_out_valid,
  output wire                          user_w_r_out,
  output wire [ADDR_W-1:0]             user_addr_out
);
    localparam IDLE             = 3'b000;
    localparam ADDRESS          = 3'b001;
    localparam WRITE            = 3'b010;
    localparam WRITE_RESPONSE   = 3'b011;
    localparam READ_RESPONSE    = 3'b100;
    wire start_wire;
    reg [2:0] axi_cs, axi_ns;
            always @ (posedge aclk or negedge aresetn)
            begin
                if(~aresetn)
                begin
                    axi_cs <= IDLE;
                end
                else
                begin
                    axi_cs <= axi_ns;
                end
            end
            always @ (*)
            begin
                case(axi_cs)
                IDLE:
                begin
                    if(start_wire)
                    begin
                        axi_ns = ADDRESS;
                    end
                    else
                    begin
                        axi_ns = IDLE;
                    end
                end
                ADDRESS:
                begin
                    if(~user_w_r_ff)  
                    begin
                        if(m_axi_awready)   axi_ns = WRITE;
                        else                axi_ns = ADDRESS;
                    end
                    else  
                    begin
                        if(m_axi_arready)  axi_ns = READ_RESPONSE;
                        else               axi_ns = ADDRESS;
                    end
                end
                WRITE:
                begin
                    if(m_axi_wready)    axi_ns = WRITE_RESPONSE;
                    else                axi_ns = WRITE;
                end
                WRITE_RESPONSE:
                begin
                    if(m_axi_bvalid)
                    begin
                        if(start_wire)      axi_ns = ADDRESS;
                        else                axi_ns = IDLE;
                    end
                    else                    axi_ns = WRITE_RESPONSE;
                end
                READ_RESPONSE:
                begin
                    if(m_axi_rvalid)
                    begin
                        if(start_wire)   axi_ns = ADDRESS;
                        else                axi_ns = IDLE;
                    end
                    else                    axi_ns = READ_RESPONSE;
                end
                default: axi_ns = IDLE;
                endcase
            end
    reg                         user_w_r_ff;
    reg [DATA_W/8-1:0]          user_data_strb_ff;
    reg [DATA_W-1:0]            user_data_in_ff;
    reg [ADDR_W-1:0]            user_addr_in_ff;
    reg                         user_status_ff;  
    reg [DATA_W-1:0]            user_data_out_ff;  
    reg                         user_data_out_valid_ff;  
    reg                         user_w_r_out_ff;
    reg [ADDR_W-1:0]            user_addr_out_ff;
    reg                         ready_flag;
    reg                         start_ff;
    wire                        user_next_feed_in;
    assign start_wire = start_ff;
    always @ (posedge aclk or negedge aresetn)
    begin
        if(~aresetn)
        begin
            ready_flag          <= 1;
            start_ff            <= 0;
            user_w_r_ff             <= 0;
            user_data_strb_ff       <= 0;
            user_data_in_ff         <= 0;
            user_addr_in_ff         <= 0;
        end
        else
        begin
            if(ready_flag & user_start)
            begin
                ready_flag      <= 0;
                start_ff        <= 1;
                user_w_r_ff         <= user_w_r;
                user_data_strb_ff   <= (~user_w_r) ? user_data_strb : 0;
                user_data_in_ff     <= (~user_w_r) ? user_data_in : 0;
                user_addr_in_ff     <= user_addr_in;
            end
            else if(user_next_feed_in & start_ff)
            begin
                ready_flag      <= 1;
                start_ff        <= 0;
            end
        end
    end
    assign user_next_feed_in   = (((axi_cs == WRITE_RESPONSE) && (m_axi_bvalid)) || ((axi_cs == READ_RESPONSE) && (m_axi_rvalid)) || (axi_cs == IDLE)) ? 1 : 0;
    assign user_free           = (((axi_ns == WRITE_RESPONSE) || (axi_ns == READ_RESPONSE) || (axi_ns == IDLE)) && ~start_ff) ? 1 : 0;
    always @ (posedge aclk or negedge aresetn)
    begin
        if(~aresetn)
        begin
            user_status_ff          <= 0;
            user_data_out_ff        <= 0;
            user_data_out_valid_ff  <= 0;
	        user_w_r_out_ff         <= 0;
            user_addr_out_ff        <= 0;
        end
        else
        begin
            if(axi_cs == ADDRESS)
            begin
                user_data_out_ff        <= 0;
                user_data_out_valid_ff  <= 0;
                user_status_ff          <= 0;
		        user_w_r_out_ff         <= user_w_r_ff;
                user_addr_out_ff        <= user_addr_in_ff;
            end
            else if(axi_cs == WRITE_RESPONSE && m_axi_bvalid)
            begin
                user_data_out_valid_ff  <= 1;
                user_status_ff  <= m_axi_bresp;
            end
            else if(axi_cs == READ_RESPONSE && m_axi_rvalid)
            begin
                user_data_out_ff        <= m_axi_rdata;
                user_data_out_valid_ff  <= 1;
                user_status_ff          <= m_axi_rresp;
            end
        end
    end
    assign user_status         = user_status_ff;
    assign user_data_out       = user_data_out_ff;
    assign user_data_out_valid = user_data_out_valid_ff;
    assign user_w_r_out        = user_w_r_out_ff;
    assign user_addr_out       = user_addr_out_ff;
    always @ (*)
    begin
     m_axi_awvalid <= ((axi_cs==ADDRESS) && (~user_w_r_ff)) ? 1 : 0;
     m_axi_awaddr  <= ((axi_cs==ADDRESS) && (~user_w_r_ff)) ? user_addr_in_ff : 0;
     m_axi_wvalid  <= (axi_cs==WRITE) ? 1 : 0;
     m_axi_wdata   <= (axi_cs==WRITE) ? user_data_in_ff : 0;
     m_axi_wstrb   <= (axi_cs==WRITE) ? user_data_strb_ff : 0;
     m_axi_bready  <= ((axi_cs == WRITE_RESPONSE) || (axi_ns == WRITE_RESPONSE)) ? 1 : 0;
    end
    always @ (*)
    begin
     m_axi_araddr      <= ((axi_cs==ADDRESS) && (user_w_r_ff)) ? user_addr_in_ff : 0;
     m_axi_arvalid     <= ((axi_cs==ADDRESS) && (user_w_r_ff)) ? 1 : 0;
     m_axi_rready      <= ((axi_cs==READ_RESPONSE) || (axi_ns==READ_RESPONSE)) ? 1 : 0;
    end
endmodule
==> GITHUB_STEP_SUMMARY <==
## Implementation flow summary

| Metric | Value |
|---|---|
| Total clock sinks | 211 |
| Slew Limit Fails | 0 |
| CP Launch Type | input pin |
| Synth Seq Share | 58.0% |
| Share of cells above drive strength 1 | 10.4% |
| Post_cts resized | 0 |
| Gp weighted congestion | 0.817 |
| Antenna violations before repair | 1 |
| Power Density | 117 nW/um^2 |
| Commonest Layout Cell | clkdlybuf4s50_1 |
| Worst rel slew slack | 49.9% |
| DP HPWL | 18900 um |
| Net switching power | 0.344 mW |
| Grt total ovfl | 0 |
| Avg Cell Area, Syn | 11.3 sq um |
| Worst Max-Slew Pin Slew | 0.752 ns |
| Power Internal | 1.33 mW |
| Layout Cells excl Fill | 1598 |
| Mapped Area | 9110 sq um |
| Worst vdd ir | 0.115 mV |
| Crit Path Category | input pin to output pin |
| Unique cell types | 35 |
| Post-CTS Hold Buffers | 0 |
| Sequential share of power | 47.9% |
| Die width | 176 um |
| Tcrit/Tclk final | 58.3% |
| Number of enable flip-flop cells | 0 |
| Minimum clock period | 6.23 ns |
| Count of input and output buffers | 419 |
| RSZ-0062 raised after global routing | false |
| Crit Path Max Fanout | 5 |
| First-pass GRT wire length | 41900 um |
| Core Area | 29700 sq um |
| Flops after synth | 211 |
| TritonCTS clock tree | built |
| Clock latency (worst-skew pair) | 0.51 ns |
| Logic gate share of total power | 5.9% |
| Max Cap Viol | 0 |
| Setup violators final | 0 |
| CTS max path bufs | 3 |
| Flop-to-flop setup slack | 8.73 ns |
| Critical Path End Type | output pin |
| Dominant register cell | dfrtp_1 |
| DRC errors left | 0 |
| Chip Area, Yosys | 9110 sq um |
| Total GRT Usage | 17.9% |
| Row count | 63 |
| Number of vias per cell | 4.53 |
| FMAX | 160 MHz |
| Pin count of the biggest net entering global routing | 78 |
| Drt first pass iters | 4 |
| Die Ht | 176 um |
| Clk root buf | clkbuf_16 |
| Total CTS buffers | 24 |
| Status | finished, final reports clean |
| Syn-to-layout area delta | 57.2% |
| WP data required | 8.56 ns |
| H-tree depth | 1 |
| Cell total in the yosys stat output | 805 |
| Die ar. | 31100 sq um |
| HP Class | register to register |
| Fp_density | 30.7% |
| Vias in the first global route | 7146 |
| Drt wl/cell | 17.0 um |
| Final Hold Fails | 0 |
| Total number of vias | 7231 |
| Postcts setup bufs | 0 |
| Clk_skew | 0.0115 ns |
| Leak | 6.41 nW |
| Num ports | 429 |
| Mapped Cells | 805 |
| Switching Share | 20.6% |
| Async SR Flop Fraction | 100% |
| Fillers | 2695 |
| Drt total wl | 27200 um |
| Worst-path clk slew | 0.05 ns |
| Log Warnings | 27 |
| Fin Setup TNS | 0 ns |
| 1st-iter DRT viols | 328 |
| Clock power frac | 46.2% |
| Yosys warning count | 1 |
| Final ANT Viol Nets | 0 |
| Most instantiated logic cells after routing | 417 x clkdlybuf4s50_1, 207 x dfrtp_1, 105 x and2_1 |
| WP data arrival | 4.09 ns |
| Inst Count DP | 1560 |
[worst paths after layout]
kind | startpoint | end | depth (start not counted)
max in group asynchronous | aresetn | user_data_out_ff[5] | 3
min reg2reg | start_ff | axi_cs[0] | 1
min in group asynchronous | aresetn | user_addr_out_ff[1] | 1
min | start_ff | axi_cs[0] | 1
max reg2reg | ready_flag | user_addr_in_ff[20] | 3
max | m_axi_rvalid | m_axi_rready | 6
[layout make-up]
class	instances	area (sq um)	area share [%]
multi-input combinational	525	3520	24.6
tap	390	488	3.41
sequential	211	5290	36.9
antenna	1	2.50	0.0175
inverter	4	15.0	0.105
clock inverter	1	5.00	0.0350
timing repair buffer	430	4280	29.9
clock buffer	36	727	5.08
[metal layers]
layer	GRT usage, %	vias to the layer above	share of wire [%]
met5	0	-	0
met4	3.59	0	2.1
met3	6.35	34	10
met2	27.9	281	46
met1	24.6	3429	41
li1	-	3487	-
[cells in the mapped netlist, types with 2 or more instances]
library cell  instances  share of area [%]
nand2_1              82                3.4
dfstp_2               2               0.58
and2_1              105                7.2
and3_2                3               0.25
o21ai_0              73                4.0
buf_4                 9               0.74
buf_2                23                1.3
and3_1               29                2.0
mux2i_1               2               0.22
nand2b_1             74                5.1
dfrtp_1             209                 57
clkbuf_1             37                1.5
nand3_1               2               0.11
a22o_1               64                6.2
a221oi_1              2               0.19
inv_1                 4               0.16
mux2_2               66                8.2
nor2_1                2              0.082
[stage by stage]
step                worst slack [ns]  instance area [sq um]  hold slack, ns  util, %  total power [mW]
floorplan                       5.65                   9130           0.434        -             0.830
global placement                4.45                  13600           0.445     45.7             0.916
detailed placement              4.44                  13600           0.452     45.7             0.916
CTS                             4.43                  14300           0.459     48.2              1.70
global route                    4.31                  14300           0.480     48.2              1.74
finish                          4.47                  14300           0.455     48.2              1.67
[state kept, by name (all words and copies together), names as in the netlist]
signal	cells
user_w_r_ff	1
user_data_out_valid_ff	1
axi_cs	5
user_data_out_ff	64
start_ff	1
user_addr_out_ff	32
user_data_strb_ff	8
user_status_ff	1
user_data_in_ff	64
user_addr_in_ff	32
ready_flag	1
user_w_r_out_ff	1
[critical path: stages]
cell and delay (ns):
clkdlybuf4s50_1 0.52, a221oi_1 0.42, nand2b_1 0.22, nand2_1 0.09, o21bai_1 0.16, clkdlybuf4s50_1 0.54
[kinds of logic after synthesis]
| kind of cell | count (synthesis) | share of synthesized area, % |
|---|---|---|
| buffers and inverters | 75 | 3.86 |
| and+or+nand+nor | 302 | 18.6 |
| muxes | 68 | 8.38 |
| AOI/OAI and AO/OA | 148 | 11.2 |
| other | 1 | 0.0412 |
| DFF | 211 | 58.0 |
[power groups by stage]
stage                 sequential, mW  clock, mW  combinational, mW
after global routing           0.800      0.829              0.110
after CTS                      0.800      0.796              0.102
final                          0.800      0.772             0.0994
Power and IR drop assume default switching activity.
